===== ./run.sh =====
#!/bin/bash
# OpenROAD 26Q1-2900-gdf79404cd8, Yosys 0.63+post, stock flow scripts
make -C /OpenROAD-flow-scripts/flow DESIGN_CONFIG=/design/flow/config.mk WORK_HOME=/design/flow/orfs finish

===== ./config.mk =====
export PLATFORM = sky130hd
export DESIGN_NAME = top_module
export DESIGN_NICKNAME = top_module
export VERILOG_FILES = /design/flow/design.v
export SDC_FILE = /design/flow/constraint.sdc
export NUM_CORES = 4
export LEC_CHECK = 1
export CORE_AREA = 10 10 88 88
export DIE_AREA = 0 0 98 98

===== ./constraint.sdc =====
current_design top_module

set clk_period 2.4
set clk_io_pct 0.2

create_clock -name clk0 -period $clk_period [get_ports {clk}]

set non_clock_inputs [all_inputs -no_clocks]
set_input_delay [expr $clk_period * $clk_io_pct] -clock clk0 $non_clock_inputs
set_output_delay [expr $clk_period * $clk_io_pct] -clock clk0 [all_outputs]

===== ./design.v =====
module top_module(
	input clk, 
	input load, 
	input [9:0] data, 
	output tc
);
    reg [9:0] counter;
    always @(posedge clk) begin
        if (load) begin
            if (data == 0) begin
                counter <= 0;
                tc <= 1;
            end
            else begin
            	counter <= data;
            	tc <= 0;
            end
        end
        else begin
            if (counter != 0) begin
                counter <= counter - 1;
                tc <= (counter == 1);    
            end
            else begin
                tc <= 1;
            end
        end
    end
endmodule

==> ci_impl_report.md <==
### Metrics collected by this job

| Metric | Value |
|---|---|
| Status | `finished clean` |
| # hold bufs at CTS | `0` |
| Post-cts repair resize count | `0` |
| Cycle use final | `83.4%` |
| DPL Wire Length | `1290 microns` |
| I/O Buffers | `12` |
| Post-synthesis register bit count | `11` |
| Worst Hold Class | `reg2reg` |
| Highest routed layer | `met4` |
| Clock Skew | `2.24 ps` |
| Setup WS post-layout | `398 ps` |
| PwrDens | `594 nW/um^2` |
| Crit path kind | `reg2reg` |
| Sequential share of the synthesized area | `46.7%` |
| GPL Wtd Cong | `0.782` |
| Worst skew pair latency | `230 ps` |
| Max-slew headroom | `62.3%` |
| First-pass GRT wire length | `2710 microns` |
| Dominant register cell | `edfxtp_1` |
| ANT nets after route | `0` |
| Antenna cell count | `0` |
| Crit end category | `flip-flop` |
| Mapped Area | `686 sq um` |
| Via count | `601` |
| Clock root buffer master | `clkbuf_8` |
| Filler cells | `638` |
| CTS H-tree lvls | `1` |
| Max_cap viols | `0` |
| Die area | `9600 sq um` |
| Fmax | `0.499 GHz` |
| Num ports | `13` |
| Post-CTS setup buffers | `0` |
| Final routed DRC violation total | `0` |
| Pin count of the biggest net entering global routing | `24` |
| Final setup vio count | `0` |
| CP required | `2210 ps` |
| DRT iter0 DRCs | `23` |
| Share of cells above drive strength 1 | `6.67%` |
| Via density per instance | `3.64` |
| Total grt overflow | `0` |
| Fp util | `11.6%` |
| Bufs on Longest Clock Path | `2` |
| # Cells Yosys | `74` |
| Max Slew Vio Count | `0` |
| Setup_tns | `0 ps` |
| Post-synthesis cell type count | `27` |
| Met3 wire len | `101 microns` |
| Actual slew at the worst max-slew pin | `564 ps` |
| CORE AREA | `5920 sq um` |
| Crit path max-delay cell type | `nand4_1` |
| Total routed wirelength | `1660 microns` |
| Syn. warnings | `5` |
| Ys async rst share | `0%` |
| Chip Area, Yosys | `686 sq um` |
| Tool warning count | `26` |
| Clock sinks | `11` |
| Worst vdd ir | `0.194 mV` |
| Max FO, Critical Path | `10` |
| Met2 wire length | `792 microns` |
| Wire length on met1 | `748 microns` |
| Area Growth Syn to Fin | `38.7%` |
| Vias in the first global route | `550` |
| Die height | `98 microns` |
| CP Cell Sequence | `nor4_1 -> nand4_1` |
| Reg clk slew, reported paths | `50 ps` |
| DP Worst Slack | `365 ps` |
| Initial antenna violation count | `0` |
| Die X | `98 microns` |
| CTS tree | `done` |
| WL/cell | `10.1 microns` |
| Final hold viol count | `0` |
| Syn Inst Count | `74` |
| Critical path arrival | `1810 ps` |
| Flip-flops with a built-in enable | `10` |
| Crit path time final | `2000 ps` |
| RSZ-0062 raised after global routing | `false` |
| Total track usage | `3.37%` |
| Avg Inst Size Synth | `9.27 sq um` |
| Worst path max stage delay | `560 ps` |
| Critical Path Start Type | `flip-flop` |
| First-pass iteration count of the detailed router | `4` |
| Leak pwr | `0.332 nW` |
| TritonCTS Buffers | `3` |
| Num rows | `28` |
through the flow:
step | hold slack [ps] | total power, mW | instance area, sq um | instances | utilization [%]
after global placement | 614 | 0.382 | 906 | 161 | 15.3
after global routing | 641 | 0.598 | 951 | 165 | 16.1
after detailed placement | 599 | 0.383 | 906 | 161 | 15.3
final | 611 | 0.565 | 951 | 165 | 16.1
after CTS | 613 | 0.570 | 951 | 165 | 16.1
after floorplan | 542 | 0.336 | 686 | 74 | -
logic make-up (layout without fill, tap and decap cells):
family                   Yosys count  after routing  synth area share [%]
AND-OR/OR-AND                     12             12                  10.6
XOR/XNOR                           3              3                  3.83
adder cells (fa/ha/maj)            2              2                  3.65
buffers and inverters              7             23                  4.01
flip-flops                        11             11                  46.7
multiplexers                       1              1                  1.46
AND/OR/NAND/NOR                   38             38                  29.7
report_power, final:
group          total (mW)  switching [mW]  internal, mW
combinational       0.115          0.0569        0.0584
sequential          0.266          0.0249         0.241
clock               0.184          0.0674         0.116
cell type report:
| type | count | area (sq um) | share of cell area [%] |
|---|---|---|---|
| multi-input combinational | 56 | 338 | 35.5 |
| sequential | 11 | 320 | 33.7 |
| tap | 75 | 93.8 | 9.87 |
| clock buffer | 4 | 45.0 | 4.74 |
| timing repair buffer | 14 | 135 | 14.2 |
| inverter | 5 | 18.8 | 1.97 |
final timing paths:
path,end,cells past startpoint,slack (ps),startpoint
setup / recovery,counter[0],2,400,counter[5]
hold / removal,tc,3,610,counter[9]
setup reg to reg,counter[0],2,400,counter[5]
hold reg to reg,tc,3,610,counter[9]
cell usage in the layout, fill, tap and decap left out:
cell type / count
mux2i_1: 1
nand3_1: 4
nor3b_1: 1
nand2b_1: 1
inv_1: 5
clkbuf_8: 3
nor2_1: 6
xnor2_1: 3
buf_4: 2
and4_1: 1
nand4_1: 3
edfxtp_1: 10
or3_1: 1
or4_1: 1
o21ai_0: 8
nand2_1: 9
ha_1: 2
clkdlybuf4s50_1: 12
or4b_1: 1
a211o_1: 1
nor4_1: 2
and4bb_2: 1
a21oi_1: 1
a311o_1: 1
nor3_1: 5
dfxtp_1: 1
a311oi_1: 1
clkbuf_1: 1
nor2b_1: 2
worst max-delay path: cells and delay by family, from the launching register on:
family,cells,cell delay [ps]
and+or+nand+nor,2,1090
DFF,1,470
routing by layer:
layer	vias to the layer above	global-route usage, %
li1	310	-
met1	278	4.25
met2	9	5.33
met3	4	1.42
met4	0	0.559
met5	-	0
sequential cells by signal, summed over array words and instances, names as in the netlist:
name     cells
tc           1
counter     10
synth_stat cells (2+ instances only):
cell,count,area share [%]
edfxtp_1,10,44
ha_1,2,3.6
inv_1,5,2.7
nand2_1,9,4.9
nand3_1,4,2.9
nand4_1,3,2.7
nor2_1,6,3.3
nor2b_1,2,1.8
nor3_1,5,3.6
nor4_1,2,1.8
o21ai_0,8,5.8
xnor2_1,3,3.8
Power is estimated from default activity; no workload was simulated.
